==> design.v <==
module addressDecoder(address,devsel);
input wire[31:0] address;
output reg [1:0]devsel;
always@(address)
begin
case(address)
21 : devsel <= 0;
22 : devsel <= 1;
23 : devsel <= 2; 
default : devsel <= 3;
endcase
end
endmodule
module addressDecoderTB();
reg [31:0]address;
wire [1:0]devsel;
addressDecoder decoder(address,devsel);
initial 
begin 
$monitor("address=%b,,%b",address,devsel);
address = 21;
#5
address = 26;
#5
address = 24;
#5
address = 22;
#5
address = 26;
#5
address = 23;
#5
address = 26;
end
endmodule
==> run.sh <==
#!/bin/bash
# OpenROAD 26Q1-2900-gdf79404cd8, Yosys 0.63+post, stock flow scripts
make -C /OpenROAD-flow-scripts/flow DESIGN_CONFIG=/design/flow/config.mk WORK_HOME=/design/flow/orfs finish
==> config.mk <==
export PLATFORM = sky130hd
export DESIGN_NAME = addressDecoder
export DESIGN_NICKNAME = addressDecoder
export VERILOG_FILES = /design/flow/design.v
export SDC_FILE = /design/flow/constraint.sdc
export NUM_CORES = 4
export LEC_CHECK = 1
export CORE_AREA = 10 10 70 70
export DIE_AREA = 0 0 80 80
==> constraint.sdc <==
current_design addressDecoder

set clk_period 3.0
set clk_io_pct 0.2

create_clock -name clk0 -period $clk_period

set non_clock_inputs [all_inputs -no_clocks]
set_input_delay [expr $clk_period * $clk_io_pct] -clock clk0 $non_clock_inputs
set_output_delay [expr $clk_period * $clk_io_pct] -clock clk0 [all_outputs]
==> flow_summary.rst <==
Physical design figures
=======================

.. list-table::
   :header-rows: 1

   * - Metric
     - Value
   * - Headroom to the max-slew limit
     - 0.774
   * - Length of routed wiring on met1
     - 568 µm
   * - Core area
     - 3420 µm²
   * - Final setup slack of the worst path
     - 0.121 ns
   * - Post-Synthesis Mean Instance Area
     - 7.92 µm²
   * - Max-Cap Viols
     - 0
   * - Post-cts resize count
     - 0
   * - Synth Cell Area
     - 119 µm²
   * - Die span in y
     - 80 µm
   * - Stage-log warning count
     - 32
   * - Amount of wire on met3 after detailed routing
     - 327 µm
   * - Worst-path cell chain
     - clkdlybuf4s50_1 > nor4_2 > nand4_1 > or3_1 > clkdlybuf4s50_1
   * - Post-route DRC
     - 0
   * - Power Dens Cells
     - 96.3 nW/µm²
   * - Initial antenna violation count
     - 0
   * - Count of buffers from port buffering
     - 34
   * - Sum of buffers and inverters on the critical path
     - 2
   * - Cell total in the yosys stat output
     - 15
   * - Pin count of the biggest net entering global routing
     - 3
   * - Post-route worst hold slack
     - 2.28 ns
   * - Fraction of final layout cells with drive strength greater than 1
     - 0.0816
   * - CP Data Required Time
     - 2.40 ns
   * - RSZ-0062 raised after global routing
     - no
   * - Count of final hold-check violations
     - 0
   * - Total GRT Usage
     - 0.0406
   * - Final number of max-transition violations
     - 0
   * - Via/cell ratio
     - 2.77
   * - Area after DPL
     - 517 µm²
   * - Routed wire length on met2
     - 459 µm
   * - Vias
     - 263
   * - Sort of element at the end of the critical path
     - output port
   * - Cell Type Count
     - 9
   * - Post-CTS Hold Fix Bufs
     - 0
   * - Detailed-router iteration count before antenna repair
     - 3
   * - Sequential cell area
     - 0 µm²
   * - Setup tns final
     - 0 ns
   * - Antenna Violating Nets Remaining
     - 0
   * - Period minus WS final
     - 2.88 ns
   * - Maximum clock frequency
     - 347 MHz
   * - Horizontal die dimension
     - 80 µm
   * - Via count of the first global-routing pass
     - 315
   * - Share of the yosys chip area belonging to registers
     - 0
   * - Setup-failing EPs final
     - 0
   * - Critical path launch point type
     - input pin
   * - Final instance area
     - 517 µm²
   * - Last weighted congestion value of the routability-driven placer
     - 0.799
   * - Detailed Route WL
     - 1.36 mm
   * - FP Rows
     - 21
   * - Clock tree buffer count of the final layout
     - 0
   * - Global-route wire length before repair
     - 1.97 mm
   * - Data arrival, critical path
     - 2.28 ns
   * - Slowest cell on the critical path
     - sky130_fd_sc_hd__clkdlybuf4s50_1
   * - Number of flip-flops and latches
     - 0
   * - Routed wire per std cell
     - 14.3 µm
   * - Crit-path leading delay family
     - buffers and inverters
   * - Cell seen most often among critical-path stages
     - sky130_fd_sc_hd__clkdlybuf4s50_1
   * - Warnings from Yosys
     - 1
   * - Total congestion overflow after global routing
     - 0
   * - Overall power after layout
     - 49.8 µW
   * - Floorplan core density
     - 0.0348
   * - Largest incremental delay on the critical path
     - 0.44 ns
   * - Pre-CTS setup slack
     - 0.116 ns
   * - Antenna diodes
     - 0
   * - Number of instances in the synthesized netlist
     - 15
   * - Boundary Pins
     - 34
   * - Uppermost metal layer occupied by signal nets
     - met3
   * - Pin slew with the least headroom to its limit
     - 0.336 ns
   * - Die Area
     - 6400 µm²
   * - Run status
     - complete, no violations
   * - Post-CTS setup buffer count
     - 0
   * - Period utilisation layout
     - 0.960
   * - Worst IR Drop VDD
     - 0.0232 mV
   * - Worst min-delay path class
     - input pin to output port
   * - Max FO, Critical Path
     - 2
   * - Area Growth Syn to Fin
     - 335%
   * - DRC violation total after the first TritonRoute iteration
     - 2
   * - Yosys chip area
     - 119 µm²
   * - Leakage power of the design
     - 0.148 nW
   * - Category of the critical setup timing path
     - input pin to output port
[synthesized netlist by cell type]
library cell | instances | area share
sky130_fd_sc_hd__or3_1 | 2 | 0.11
sky130_fd_sc_hd__nor4b_2 | 1 | 0.13
sky130_fd_sc_hd__nor2b_1 | 1 | 0.053
sky130_fd_sc_hd__nor4_1 | 3 | 0.16
sky130_fd_sc_hd__nor4_2 | 3 | 0.32
sky130_fd_sc_hd__nand4_1 | 1 | 0.053
sky130_fd_sc_hd__nand3_1 | 2 | 0.084
sky130_fd_sc_hd__xor2_1 | 1 | 0.074
sky130_fd_sc_hd__nand2_1 | 1 | 0.032
[placed cells by master (no fill, tap or decap)]
cell                               n
sky130_fd_sc_hd__nand2_1           1
sky130_fd_sc_hd__nand4_1           1
sky130_fd_sc_hd__nor4_2            3
sky130_fd_sc_hd__nor4_1            3
sky130_fd_sc_hd__nor2b_1           1
sky130_fd_sc_hd__nor4b_2           1
sky130_fd_sc_hd__clkdlybuf4s50_1  34
sky130_fd_sc_hd__nand3_1           2
sky130_fd_sc_hd__xor2_1            1
sky130_fd_sc_hd__or3_1             2
[worst paths after layout]
check	start	end	slack, ns	cells past startpoint
worst max-delay path	address[28]	devsel[0]	0.12	5
worst min-delay path	address[0]	devsel[0]	2.28	4
[routing by layer]
metal / track usage / up-vias
met5: 0 / -
met2: 0.0546 / 24
met1: 0.0488 / 106
met4: 0 / 0
li1: - / 133
met3: 0.0386 / 0
[report_power, final]
part | switching (mW) | total, mW | internal, mW
Clock | 0 | 0 | 0
Sequential | 0 | 0 | 0
Combinational | 0.0105 | 0.0498 | 0.0393
[final cells by class]
class	instances	area (µm²)
Fill cell	396	2900
Multi-Input combinational cell	15	119
Tap cell	46	57.6
Timing Repair Buffer	34	340
[per-stage QoR]
step | utilization | cells
2_1_floorplan | - | 15
3_3_place_gp | 0.151 | 95
3_5_place_dp | 0.151 | 95
4_1_cts | 0.151 | 95
5_1_grt | 0.151 | 95
6_report | 0.151 | 95
[logic make-up after synthesis]
kind of cell | count (synthesis) | share of synthesized area
xor gates and xnor gates | 1 | 0.0737
and+or+nand+nor | 14 | 0.926
Power is estimated from default activity; no workload was simulated.
