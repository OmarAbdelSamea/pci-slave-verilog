==> design.v <==
module RW(CBE,F,clk,rw);
input wire F;
input wire clk;
input wire [3:0] CBE;
output reg [1:0] rw=2'b00;
reg Frame;
reg [3:0]CBEreg;
reg [1:0]rwreg;
always@(posedge clk)
begin
Frame<=F;
CBEreg<=CBE;
rwreg<=rw;
end
always@(negedge clk)
begin
if(Frame)
begin
rw<=0;
end
if(!Frame && rwreg == 0 && CBEreg == 6)
begin
rw <= 1;
end
if(!Frame && rwreg == 0 && CBEreg == 7)
begin
rw <= 2;
end
end
endmodule 
module RWTB();
reg [3:0]CBE;
reg F;
wire [1:0]rw;
wire Clock;
ClockGen clk(Clock);
RW TS(CBE,F,Clock,rw);
initial 
begin 
$monitor("rw=%b,",rw);
CBE = 0;
F = 1;
#10
CBE = 6;
F = 0;
#10
CBE = 7;
F = 0;
#10
CBE = 0;
F = 0;
#10
CBE = 7;
F = 1;
#10
CBE = 7;
F = 0;
end
endmodule 
==> run.sh <==
#!/bin/bash
# OpenROAD 26Q1-2900-gdf79404cd8, Yosys 0.63+post, stock flow scripts
make -C /OpenROAD-flow-scripts/flow DESIGN_CONFIG=/design/flow/config.mk WORK_HOME=/design/flow/orfs finish
==> config.mk <==
export PLATFORM = sky130hd
export DESIGN_NAME = RW
export DESIGN_NICKNAME = RW
export VERILOG_FILES = /design/flow/design.v
export SDC_FILE = /design/flow/constraint.sdc
export NUM_CORES = 4
export LEC_CHECK = 1
export CORE_AREA = 10 10 70 70
export DIE_AREA = 0 0 80 80
==> constraint.sdc <==
current_design RW

set clk_period 2.3
set clk_io_pct 0.2

create_clock -name clk0 -period $clk_period [get_ports {clk}]

set non_clock_inputs [all_inputs -no_clocks]
set_input_delay [expr $clk_period * $clk_io_pct] -clock clk0 $non_clock_inputs
set_output_delay [expr $clk_period * $clk_io_pct] -clock clk0 [all_outputs]
==> load_flow_metrics.sql <==
-- flow metrics import
INSERT INTO impl_metrics (metric_group, metric, value, unit) VALUES
('min_path', 'timing.hold.worst_endpoint', 'rw[0]', ''),
('final_timing', 'skew', '62.9', 'ps'),
('setup_path', 'cp_slowest_stage_delay', '310', 'ps'),
('clock_tree', 'cts_max_level', '1', ''),
('global_route', 'wire_length_of_the_first_global_routing_pass', '834', 'um'),
('clock_tree', 'clock.latency.late_pin', '310', 'ps'),
('routing', 'num_antenna_cells', '0', ''),
('finish', 'post_route_cells_drive_above_1_share', '0.419', ''),
('floorplan', 'initCoreUtil', '0.0718', ''),
('finish', 'instances_no_fill', '77', ''),
('placed_design', 'finalWeightedCongestion', '0.678', ''),
('final_timing', 'timing_hold_violations_final', '0', ''),
('synthesis', 'ys_cells', '16', ''),
('clock_tree', 'cts-root-buf', 'sky130_fd_sc_hd__clkbuf_4', ''),
('floorplan', 'die_x', '80', 'um'),
('clock_tree', 'tritoncts_num_sinks', '9', ''),
('power_and_ir_drop', 'intPower', '250', 'uW'),
('final_timing', 'rsz0062_at_grt', 'true', ''),
('outcome', 'failed_checks', 'setup timing', ''),
('routing', 'wl_per_cell', '6.51', 'um'),
('routing', 'detailedRoute.firstIterationViolations', '6', ''),
('synthesis', 'post_synth_inst_count', '16', ''),
('setup_path', 'timing.critical_path.cells', 'buf_2', ''),
('min_path', 'hold_path_startpoint', 'rw[0]', ''),
('power_and_ir_drop', 'power.switching_fraction', '0.212', ''),
('run', 'log.warning_count', '29', ''),
('global_route', 'antenna_found_initial', '0', ''),
('global_route', 'globalRouteTotalUtil', '0.0179', ''),
('clock_tree', 'cts.hold.buffers_added', '0', ''),
('floorplan', 'die-area', '6400', 'sq um'),
('synthesis', 'synth_area', '245', 'sq um'),
('setup_path', 'worst-r2r-setup-slack', '30', 'ps'),
('global_route', 'grt_max_degree', '6', ''),
('global_route', 'grt_pass1_vias', '200', ''),
('synthesis', 'chip_area_line_of_the_yosys_report', '245', 'sq um'),
('floorplan', 'ioPinCount', '8', ''),
('setup_path', 'critical_path.slowest_cell', 'sky130_fd_sc_hd__dfxtp_2', ''),
('min_path', 'hp-class', 'reg -> reg', ''),
('power_and_ir_drop', 'highest_ir_drop_seen_on_vdd', '0.272', 'mV'),
('setup_path', 'critPathRequiredTime', '1840', 'ps'),
('power_and_ir_drop', 'share_comb_of_total_power', '0.057', ''),
('floorplan', 'placement_rows', '21', ''),
('placed_design', 'post-place-cells', '72', ''),
('setup_path', 'worst_r2r_endpoint', 'rw[1]', ''),
('finish', 'filler_instances', '395', ''),
('final_timing', 'setup_viol', '2', ''),
('power_and_ir_drop', 'power.static_leakage', '0.000183', 'uW'),
('routing', 'num_vias', '159', ''),
('setup_path', 'path_class', 'reg -> out', ''),
('setup_path', 'startpoint_of_the_most_critical_register_to_register_path', 'Frame', ''),
('synthesis', 'ys_warnings', '1', ''),
('routing', 'drt_pre_antenna_iters', '2', ''),
('clock_tree', 'cts_tree', 'yes', ''),
('placed_design', 'buffers_added_on_ports', '7', ''),
('synthesis', 'synth.distinct_cells', '8', ''),
('floorplan', 'total_core_area', '3420', 'sq um'),
('clock_tree', 'clk_transition_reported_paths', '30', 'ps'),
('setup_path', 'end_kind', 'primary output', ''),
('finish', 'area_delta_synth_final', '74.5', '%'),
('synthesis', 'synthesis.area_per_instance', '15.3', 'sq um'),
('final_timing', 'timing.final.max_slew_violations', '0', ''),
('final_timing', 'timing.slew.headroom', '0.871', ''),
('power_and_ir_drop', 'power.net_switching', '67.5', 'uW'),
('setup_path', 'cp_num_buf_inv', '1', ''),
('routing', 'vias_per_cell', '2.06', ''),
('outcome', 'run_status', 'finished, violations left', ''),
('setup_path', 'ff2ff_path_depth', '3', ''),
('final_timing', 'setup_ws', '-41.6', 'ps'),
('setup_path', 'critical_path.max_fanout', '2', ''),
('synthesis', 'ys_seq_frac', '0.735', ''),
('clock_tree', 'clk_path_buf_depth', '2', '');
cell families (layout without fill, tap and decap cells):
logic type	count (synthesis)	after routing	share of synthesized area
DFF	9	9	0.735
muxes	2	2	0.102
buffers and inverters	1	16	0.0153
and+or+nand+nor	4	4	0.148
worst register-to-register path, cell delays in order, from the launching register on:
cell and delay (ps):
sky130_fd_sc_hd__dfxtp_2 340, sky130_fd_sc_hd__nor4b_4 270, sky130_fd_sc_hd__nand3b_1 150, sky130_fd_sc_hd__mux2_4 310
layout by cell type, fill, tap and decap left out:
master                            Yosys  final
sky130_fd_sc_hd__nor4b_4              0      1
sky130_fd_sc_hd__mux2_4               1      1
sky130_fd_sc_hd__inv_1                1      2
sky130_fd_sc_hd__buf_4                0      3
sky130_fd_sc_hd__dfxtp_2              0      3
sky130_fd_sc_hd__clkbuf_4             0      3
sky130_fd_sc_hd__buf_2                0      2
sky130_fd_sc_hd__clkbuf_1             0      1
sky130_fd_sc_hd__dfxtp_1              9      6
sky130_fd_sc_hd__clkdlybuf4s50_1      0      5
sky130_fd_sc_hd__and2b_1              1      1
sky130_fd_sc_hd__mux2i_1              1      1
sky130_fd_sc_hd__nand3b_1             1      1
sky130_fd_sc_hd__nand2b_1             1      1
sequential cells by signal, indices dropped and copies added (netlist names):
| name | flops |
|---|---|
| rwreg | 2 |
| rw | 2 |
| CBEreg | 4 |
| Frame | 1 |
power groups by stage:
stage     Clock, uW  Combinational, uW  Sequential, uW
4_1_cts         138               17.3             167
5_1_grt         150               19.6             169
6_report        131               18.1             168
stage by stage:
step / setup slack [ps] / TNS, ps / cell area (sq um) / util / hold WS (ps)
after CTS: -52.1 / -101 / 418 / 0.122 / 614
final: -41.6 / -80.6 / 428 / 0.125 / 611
after detailed placement: -99.7 / -274 / 395 / 0.116 / 616
after floorplan: 29.2 / 0 / 245 / - / 449
after global placement: -96.3 / -190 / 395 / 0.116 / 592
after global routing: -79.8 / -178 / 428 / 0.125 / 636
layer usage:
metal	part of all wire	global-route usage	up-vias	routed length, um
li1	-	-	83	-
met1	0.56	0.0228	66	282
met2	0.24	0.0152	10	121
met3	0.19	0.0250	0	97
met4	0	0.00352	0	0
met5	0	0	-	0
Yosys cell counts:
master                     instances  area [sq um]
sky130_fd_sc_hd__and2b_1           1          7.51
sky130_fd_sc_hd__mux2_4            1          15.0
sky130_fd_sc_hd__nor4b_2           1          15.0
sky130_fd_sc_hd__mux2i_1           1          10.0
sky130_fd_sc_hd__nand3b_1          1          7.51
sky130_fd_sc_hd__inv_1             1          3.75
sky130_fd_sc_hd__dfxtp_1           9           180
sky130_fd_sc_hd__nand2b_1          1          6.26
cell type report:
cell class	instances	area [sq um]	share of cell area
Sequential cell	9	184	0.430
Timing Repair Buffer	10	82.6	0.193
Multi-Input combinational cell	6	70.1	0.164
Tap cell	46	57.6	0.135
Clock buffer	4	26.3	0.0614
Clock inverter	2	7.51	0.0175
repair_timing:
action / CTS / global route
resized: 8 / 2
buffers inserted: 0 / 0
setup endpoints to repair: 3 / 4
pin swaps: 2 / 2
worst max-delay path by stage:
| stage | startpoint | endpoint | slack (ps) | cells after the start |
|---|---|---|---|---|
| after global routing | rw[1] | rw[1] | -80 | 1 |
| final | rw[1] | rw[1] | -40 | 1 |
| after CTS | rw[1] | rw[1] | -50 | 1 |
Power is estimated from default activity; no workload was simulated.
